`flow/config.mk`:
```
export PLATFORM = sky130hd
export DESIGN_NAME = montprowrap
export DESIGN_NICKNAME = montprowrap
export VERILOG_FILES = /design/flow/design.v
export SDC_FILE = /design/flow/constraint.sdc
export NUM_CORES = 4
export LEC_CHECK = 1
export CORE_AREA = 10 10 676 676
export DIE_AREA = 0 0 686 686
```
`flow/run.sh`:
```
#!/bin/bash
# OpenROAD 26Q1-2900-gdf79404cd8, Yosys 0.63+post, stock flow scripts
make -C /OpenROAD-flow-scripts/flow DESIGN_CONFIG=/design/flow/config.mk WORK_HOME=/design/flow/orfs finish
```
`flow/constraint.sdc`:
```
current_design montprowrap

set clk_period 161.8
set clk_io_pct 0.2

create_clock -name clk0 -period $clk_period [get_ports {clk}]

set non_clock_inputs [all_inputs -no_clocks]
set_input_delay [expr $clk_period * $clk_io_pct] -clock clk0 $non_clock_inputs
set_output_delay [expr $clk_period * $clk_io_pct] -clock clk0 [all_outputs]
```
`flow/design.v`:
```
module cla
    (
     a,
     b,
     sum,
     c
     );
parameter WID = 6;
input [WID-1:0] a,b;
output [WID-1:0] sum;
output       c;
wire [WID:0] w_c;
wire [WID-1:0] w_g,w_p,w_s;
genvar i;
generate
for(i = 0; i<WID; i = i+1)
    begin : FAgen
    full_adder fai
            (
             .a(a[i]),
             .b(b[i]),
             .c_i(w_c[i]),
             .sum(w_s[i]),
             .c_o()
             );
    end
endgenerate
genvar j;
generate
    for (j=0;j<WID;j=j+1)
        begin : clgen
        assign w_g[j] = a[j] & b[j];
        assign w_p[j] = a[j] | b[j];
        assign w_c[j+1] = w_g[j] | (w_p[j] & w_c[j]);
        end
endgenerate
assign         w_c[0] = 1'b0;
assign         sum = w_s;
assign         c = w_c[WID];
endmodule 
module full_adder
    (
     a,
     b,
     c_i,
     sum,
     c_o
     );
input a;
input b;
input c_i;
output sum;
output c_o;
assign sum = a ^ b ^ c_i;
assign c_o = ((a ^ b) & c_i) | (a & b); 
endmodule 
module montpro
    (
     clk,
     rst,
     a, 
     b, 
     m, 
     ldnew,    
     r 
     );
parameter WID = 256;
parameter ZERO = 256'b0;
input     clk;
input     rst;
input [WID-1:0] a;
input [WID-1:0] b;
input [WID-1:0] m;
input           ldnew;
output [WID:0] r;
reg [WID-1:0]    asrg; 
always@(posedge clk)
    begin
    if(rst)
        begin
        asrg <= ZERO;
        end
    else if(ldnew)
        begin
        asrg <= a;
        end
    else
        begin
        asrg <= {1'b0,asrg[WID-1:1]};
        end
    end
wire [WID-1:0] mxao;  
mux #(WID) imxa (ZERO,b,asrg[0],mxao);
wire [WID:0] adari;  
wire [WID+1:0]   adars;  
cla #(WID+1) iclaa (adari,{1'b0,mxao},adars[WID:0],adars[WID+1]);
wire [WID-1:0] mxmo;  
mux #(WID) imxm (ZERO,m,adars[0],mxmo);
wire [WID+2:0]   admrs;  
cla #(WID+2) iclam (adars,{2'b0,mxmo},admrs[WID+1:0],admrs[WID+2]);
reg [WID+2:0]    rsrg;  
always@(posedge clk)
    begin
    if(rst)
        begin
        rsrg <= {2'b0,ZERO};
        end
    else if(ldnew)
        begin
        rsrg <= {2'b0,ZERO};
        end
    else
        begin
        rsrg <= {1'b0,admrs[WID+2:1]};
        end
    end
assign r = rsrg[WID:0];
assign adari = rsrg[WID:0];
endmodule 
module montprowrap
    (
     clk,
     rst,
     a, 
     b, 
     m, 
     r, 
     start,  
     done
     );
parameter WID = 256;
parameter CNTWID = 8;
parameter ZERO = 256'b0;
parameter IDLE = 1'b0;
parameter RUNNING = 1'b1;
input     clk;
input     rst;
input [WID-1:0] a;
input [WID-1:0] b;
input [WID-1:0] m;
output [WID-1:0] r;
input            start;
output           done;
reg              state;
reg [CNTWID-1:0] moncnt;  
wire             cntdone;  
wire             isidle; 
wire             cntflg; 
assign           isidle = state == IDLE;
assign           done = isidle; 
assign           cntflg = !isidle;
assign           cntdone = moncnt == -1'd1;
always@(posedge clk)
    begin
    if(rst)
        begin
        state <= IDLE;
        end
    else
        begin
        if(isidle)
            begin
            state <= start? RUNNING:IDLE;
            end
        else
            begin
            state <= cntdone? IDLE:RUNNING;
            end
        end
    end
always@(posedge clk)
    begin
    if(rst)
        begin
        moncnt <= ZERO;
        end
    else if(cntflg)
        begin
        moncnt <= moncnt + 1'b1;
        end
    else
        begin
        moncnt <= 0;
        end
    end
wire [WID:0] corers; 
montpro #(WID,ZERO) imontpro
    (
     .clk(clk),
     .rst(rst),
     .a(a), 
     .b(b), 
     .m(m), 
     .ldnew(done),    
     .r(corers) 
     );
wire [WID-1:0] lstrs;  
assign         lstrs = (corers >= {1'b0,m})? (corers - {1'b0,m}) : corers; 
assign         r = lstrs;
endmodule 
module mux
    (
     a,
     b,
     s,
     c
     );
parameter WIDTH = 1;
input     s;
input [WIDTH-1:0] a,b;
output [WIDTH-1:0] c;
assign             c = s?b:a;
endmodule 
```
==> summary.txt <==
The layout was made with Yosys and OpenROAD.

According to the report, the first pass of detailed routing completed in 7 iterations. The number of flops mapped to enable cells by yosys is 0. The TritonCTS clock tree is done.

The standard cell with the maximum stage delay on the critical path is sky130_fd_sc_hd__fa_1. The type of destination of the critical path is a flip-flop. The H-tree was split into 3 levels. The total power per unit cell area is 6.32 mW/mm^2. After synthesis the netlist holds a flip-flop and latch count of 522.

The routed via count is 49405. For this design the top-level I/O count stands at 1028. The required time reported for the critical path endpoint is 162.46 ns.

Recorded from the global router log, the overflow total was 0. Buffers inserted to repair hold after CTS numbered 0. The number of instances in the synthesized netlist is 6310.

After layout, the minimum clock period comes to 135.47 ns. The worst reg2reg path depth is 265. The proportion of total power due to net switching is 0.330.

The number of setup buffers added after CTS is 0. Counting distinct cell types in the post-synthesis netlist gives 83. The x dimension of the die is 686 um. STA lists the endpoint of the worst register-to-register path as imontpro.rsrg[255]. In this run the power spent charging and discharging nets is 0.000150 W. Once iteration 0 of detailed routing completed, the report listed 3519 DRC markers. Along the worst hold path, the cell count comes to 1. The simple logic cell fraction of the synthesized area is 0.228. The share of total power dissipated in sequential elements is 0.308. The combinational power share is 0.268. The final period utilization is 0.837. The data arrival time of the worst path is 136.13 ns.

As logged by OpenROAD, the buffers inserted on ports number 1027. The end-of-flow core utilization is 0.163. The worst ir drop on vdd is 0.00719 mV.

The startpoint of the lowest-slack register-to-register path is imontpro.asrg[0]. On the reported timing paths, the clock transition at the registers reads 0.06 ns. A synthesized cell averages 8.21 sq um.

The via count of the first global-routing pass is 50605. The stat command in Yosys gives a chip area of 0.0518 sq mm. Hold-check failures listed in the final report amount to 0. Entering global routing, the biggest net connects 117 pins. The fraction of the core area occupied by cells at floorplan is 0.117. For the completed layout, the total cell area is recorded as 0.0719 sq mm. The aoi/oai-family share of the synthesized area is 0.163.

The fraction of registers with async set or reset after synthesis is 0. The portion of total power attributed to the clock network is 0.424. The adder and majority gate portion of the synthesized area is 0.260. Detailed placement ended at an HPWL of 282000 um.

The delay of the slowest cell on the worst path is 0.55 ns. The number of warnings the tools reported is 28. The overall fraction of global-route tracks in use is 0.134. Setup slack on the worst reg-to-reg path comes out at 57.50 ns. The total number of clock tree sinks is 522. Of the total synthesized cell area, the portion taken by XOR and XNOR cells is 0.0433. The final max-slew violation count recorded for this run is 0. The synthesis report lists the Yosys warning total as 2. Hold analysis lists the worst path endpoint as moncnt[0].

The first global-routing pass estimated 430000 um of wire. The number of maximum-capacitance constraint violations is 0. For this design, Yosys synthesis ends with a cell count of 6310.

The number of setup violations in the final report is 0. Static timing analysis puts the maximum clock frequency at 7.38 MHz. The slew at the pin closest to its max-slew limit is 0.986 ns. Looking at the clock tree report, the maximum root-to-sink buffer count equals 4. The launch instance of the worst min-delay path is moncnt[0].

The placement summary gives the final routability congestion estimate as 0.976. After clock tree synthesis, the repair step resized 0 gates. Summed over all cells, the static leakage comes to 29.2 nW.

The run finished with clean final reports. The chip area is 0.471 sq mm. The average routed wire per standard cell is 24.1 um. In the final layout, the share of cells above drive strength 1 is 0.0419.

The internal power of the cells totals 0.000305 W. The report shows a maximum critical-path fanout of 1. The combined area of all synthesized cells is 0.0518 sq mm. The number of placement rows is 244.

The worst pin sits at a relative slew slack of 0.336. After layout, the design draws a total of 0.000455 W. For the worst-skew pair, the clock arrives at the later sink with an insertion delay of 0.81 ns. The critical path is of the in -> reg type. The area of the placeable core is 0.442 sq mm.

The post-synthesis sequential area ratio is 0.202. The number of CTS-inserted buffers is 83. The synthesis report names the predominant flop master as sky130_fd_sc_hd__dfxtp_1.

The area overhead of the layout relative to synthesis is 38.8%. The area after detailed placement is 0.0690 sq mm. The most common cell type on the critical path is sky130_fd_sc_hd__fa_1.

The count of unresolved DRC violations after routing is 0. The startpoint kind of the worst setup timing path is an input pin. Among the non-sequential cells, adder cells take the most area. The overall routed net length is 318000 um.

The final total negative setup slack is 0 ns. Setup repair after global routing left no endpoint under its margin. Using the TritonRoute via totals, the vias-per-cell ratio works out to 3.75. Of the post-synthesis cell area, the part taken by muxes is 0.0529. Per the CTS log, the root buffer master is sky130_fd_sc_hd__clkbuf_16. The initial antenna violation count is 161. The die height is 686 um. The final hold slack is 0.456 ns.

According to the hold report, the worst path is of the reg -> reg type. For the final database, setup skew stands at 0.184 ns. In this run the remaining antenna-violating nets after routing total 0.
[power groups by stage]
stage     Sequential, W  Combinational [W]  Clock [W]
4_1_cts        0.000140           0.000123   0.000200
5_1_grt        0.000141           0.000135   0.000204
6_report       0.000140           0.000122   0.000193
[synthesized netlist by cell type, types with 5 or more instances]
master	number	share of area
sky130_fd_sc_hd__dfxtp_1	522	0.20
sky130_fd_sc_hd__o31ai_1	20	0.0029
sky130_fd_sc_hd__mux2_2	14	0.0030
sky130_fd_sc_hd__inv_1	346	0.025
sky130_fd_sc_hd__buf_2	29	0.0028
sky130_fd_sc_hd__a21boi_0	24	0.0035
sky130_fd_sc_hd__ha_1	258	0.062
sky130_fd_sc_hd__or3_1	20	0.0024
sky130_fd_sc_hd__a211oi_1	15	0.0022
sky130_fd_sc_hd__nand2b_1	20	0.0024
sky130_fd_sc_hd__o21a_1	42	0.0061
sky130_fd_sc_hd__o21bai_1	94	0.014
sky130_fd_sc_hd__clkbuf_1	282	0.020
sky130_fd_sc_hd__o221ai_1	7	0.0012
sky130_fd_sc_hd__nor2b_1	17	0.0021
sky130_fd_sc_hd__o211ai_1	6	0.00087
sky130_fd_sc_hd__o21ai_0	470	0.045
sky130_fd_sc_hd__nand3_1	51	0.0049
sky130_fd_sc_hd__o21ai_1	63	0.0061
sky130_fd_sc_hd__a21o_1	89	0.013
sky130_fd_sc_hd__xnor2_1	148	0.025
sky130_fd_sc_hd__fa_1	512	0.20
sky130_fd_sc_hd__nor3_1	68	0.0066
sky130_fd_sc_hd__a211o_1	6	0.0010
sky130_fd_sc_hd__mux2i_1	257	0.050
sky130_fd_sc_hd__a21oi_1	486	0.047
sky130_fd_sc_hd__o221a_2	6	0.0013
sky130_fd_sc_hd__nor4_1	31	0.0037
sky130_fd_sc_hd__nor2_1	552	0.040
sky130_fd_sc_hd__a41oi_1	8	0.0014
sky130_fd_sc_hd__and2_1	773	0.093
sky130_fd_sc_hd__and3_1	15	0.0018
sky130_fd_sc_hd__xor2_1	108	0.018
sky130_fd_sc_hd__nand4_1	156	0.019
sky130_fd_sc_hd__or2_2	14	0.0017
sky130_fd_sc_hd__nand2_1	629	0.046
sky130_fd_sc_hd__and4_1	9	0.0015
sky130_fd_sc_hd__a31oi_1	22	0.0027
sky130_fd_sc_hd__a221oi_1	13	0.0022
sky130_fd_sc_hd__o31a_1	5	0.00085
sky130_fd_sc_hd__buf_1	26	0.0019
[critical path, delay by kind of cell]
kind                       cells  cell delay (ns)
adders and majority gates    258           102.74
buffers and inverters          3             0.55
and+or+nand+nor                2             0.37
[area by class of cell]
class	instances	area [sq um]
flip-flops and latches	522	10500
diodes	47	118
clock buffers	111	2360
well taps	5904	7390
multi-input cells	5100	38800
clock inverters	29	419
fillers	49803	370000
repair buffers	1130	11100
inverters	346	1300
[flip-flops by register name (all words and copies together), names as in the netlist]
signal,cells
imontpro.asrg,256
moncnt,8
state,1
imontpro.rsrg,257
[worst max-delay path by stage]
stage | slack (ns) | start | endpoint | depth (start not counted)
finish | 26.33 | b[0] | imontpro.rsrg[255] | 263
CTS | 26.57 | b[0] | imontpro.rsrg[255] | 261
global route | 23.51 | b[0] | imontpro.rsrg[255] | 263
[placed cells by master (no fill, tap or decap), types with 17 or more instances in the layout]
cell type	synthesis	layout
sky130_fd_sc_hd__a21boi_0	24	24
sky130_fd_sc_hd__a21o_1	89	89
sky130_fd_sc_hd__a21oi_1	486	486
sky130_fd_sc_hd__a31oi_1	22	22
sky130_fd_sc_hd__and2_1	773	773
sky130_fd_sc_hd__buf_4	2	101
sky130_fd_sc_hd__clkbuf_16	0	85
sky130_fd_sc_hd__clkdlybuf4s50_1	0	1026
sky130_fd_sc_hd__dfxtp_1	522	520
sky130_fd_sc_hd__diode_2	0	47
sky130_fd_sc_hd__fa_1	512	512
sky130_fd_sc_hd__ha_1	258	257
sky130_fd_sc_hd__inv_1	346	346
sky130_fd_sc_hd__mux2i_1	257	257
sky130_fd_sc_hd__nand2_1	629	629
sky130_fd_sc_hd__nand2b_1	20	20
sky130_fd_sc_hd__nand3_1	51	51
sky130_fd_sc_hd__nand4_1	156	156
sky130_fd_sc_hd__nor2_1	552	551
sky130_fd_sc_hd__nor2b_1	17	17
sky130_fd_sc_hd__nor3_1	68	68
sky130_fd_sc_hd__nor4_1	31	29
sky130_fd_sc_hd__o21a_1	42	41
sky130_fd_sc_hd__o21ai_0	470	467
sky130_fd_sc_hd__o21ai_1	63	66
sky130_fd_sc_hd__o21bai_1	94	94
sky130_fd_sc_hd__o31ai_1	20	20
sky130_fd_sc_hd__or3_1	20	20
sky130_fd_sc_hd__xnor2_1	148	148
sky130_fd_sc_hd__xor2_1	108	108
[per-layer routing]
layer / wire (um) / vias up / global-route usage
li1: - / 23089 / -
met1: 128000 / 23873 / 0.165
met2: 146000 / 1890 / 0.212
met3: 31200 / 473 / 0.0556
met4: 12600 / 80 / 0.0434
met5: 546 / - / 0
[cells by family after synthesis]
logic type | count (synthesis)
multiplexers | 272
flip-flops | 522
adder cells (fa/ha/maj) | 770
AND-OR/OR-AND | 1428
XOR/XNOR | 256
AND/OR/NAND/NOR | 2374
buffers and inverters | 688
[metrics by stage]
stage,setup WS (ns),cells
detailed placement,26.06,13002
finish,26.33,13189
CTS,26.57,13142
global placement,25.77,13002
floorplan,31.12,6310
global route,23.51,13169
Power is estimated from default activity; no workload was simulated.
