==> /design/flow/design.v <==
module fflopx
    (
     clk,
     rst,
     idat,
     odat
     );
parameter WIDTH = 8;
parameter RESET_VALUE = {WIDTH{1'b0}};
input   clk, rst;
input  [WIDTH-1:0] idat;
output [WIDTH-1:0] odat;
reg    [WIDTH-1:0] odat;
always @ (posedge clk)
    begin
    if(rst) odat <= RESET_VALUE;
    else odat <= idat;
    end
endmodule
==> /design/flow/run.sh <==
#!/bin/bash
# OpenROAD 26Q1-2900-gdf79404cd8, Yosys 0.63+post, stock flow scripts
make -C /OpenROAD-flow-scripts/flow DESIGN_CONFIG=/design/flow/config.mk WORK_HOME=/design/flow/orfs finish
==> /design/flow/config.mk <==
export PLATFORM = sky130hd
export DESIGN_NAME = fflopx
export DESIGN_NICKNAME = fflopx
export VERILOG_FILES = /design/flow/design.v
export SDC_FILE = /design/flow/constraint.sdc
export NUM_CORES = 4
export LEC_CHECK = 1
export CORE_AREA = 10 10 70 70
export DIE_AREA = 0 0 80 80
==> /design/flow/constraint.sdc <==
current_design fflopx

set clk_period 1.0
set clk_io_pct 0.2

create_clock -name clk0 -period $clk_period [get_ports {clk}]

set non_clock_inputs [all_inputs -no_clocks]
set_input_delay [expr $clk_period * $clk_io_pct] -clock clk0 $non_clock_inputs
set_output_delay [expr $clk_period * $clk_io_pct] -clock clk0 [all_outputs]
==> flow_metrics.env <==
# flow metrics
export IMPL_gr_usage_met1_pct=1.879
export IMPL_cts_htree_levels=1
export IMPL_holdWs_ns=0.5060
export IMPL_cts_hold_buffers_added=0
export IMPL_fmax_mhz=1028
export IMPL_die_h_um=80
export IMPL_ant_nets=0
export IMPL_drt_iter0_drc=0
export IMPL_top_register="odat"
export IMPL_hold_violations=0
export IMPL_syn_inst=16
export IMPL_num_antenna_cells=0
export IMPL_num_rows=21
export IMPL_status="complete, no violations"
export IMPL_setup_viol=0
export IMPL_fin_crit_sh_pct=97.25
export IMPL_gp_congestion=0.6987
export IMPL_firstDrtPassIters=1
export IMPL_cpPeakStageDelay_ns=0.31
export IMPL_worstPathArrival_ns=0.77
export IMPL_use_met2_pct=4.013
export IMPL_tns_ns=0
export IMPL_top_level_ports=18
export IMPL_yosys_area_um2=210.2
export IMPL_crit_chain="dlygate4sd2_1"
export IMPL_n_fill_cell=393
export IMPL_synthAdderAreaFrac_pct=0
export IMPL_seq_area_frac_synth_pct=76.19
export IMPL_synth_comb_largest_family="simple AND/OR/NAND/NOR gates"
export IMPL_irDropWorstVdd_mv=0.2360
export IMPL_postCtsSetupRepairBufs=0
export IMPL_internal_power_uw=531.0
export IMPL_required_ns=0.80
export IMPL_crit_family="flip-flops"
export IMPL_largest_reg_flops=8
export IMPL_crit_path_end_kind="primary output"
export IMPL_clkPwrFrac_pct=35.2
export IMPL_p_per_area_mw_per_mm2=1375
export IMPL_reg_top3="odat x8"
export IMPL_top_usage_layer="met2"
export IMPL_syn_mean_instance_area_um2=13.14
export IMPL_die_area_mm2=0.006400
export IMPL_grt_pass1_vias=195
export IMPL_drive_gt1_share_pct=22.22
export IMPL_seqPwrFrac_pct=53.8
export IMPL_grt_first_pass_wirelength_um=993
export IMPL_grt_max_degree=9
export IMPL_coreArea_mm2=0.003416
export IMPL_slew_headroom_pct=82.01
export IMPL_top_area_cell="dfxtp_1"
export IMPL_dp_slack_ns=-0.02020
export IMPL_combPwrFrac_pct=11.0
export IMPL_ys_sh_simple_pct=23.81
export IMPL_cts_clk_slew_worst_paths_ns=0.05
export IMPL_die_w_um=80
export IMPL_cts_root_buf="clkbuf_4"
export IMPL_p_leak_nw=0.1754
export IMPL_synth_xor_area_share_pct=0
export IMPL_track_usage_pct=2.045
export IMPL_tightest_slew_ns=0.2690
export IMPL_critPathKind="reg -> out"
export IMPL_p_sw_uw=107.2
export IMPL_port_buffer_count=17
export IMPL_grt_overflow=0
export IMPL_use_met3_pct=0.4545
export IMPL_netlist_top_cells_count="dfxtp_1, nor2b_1"
export IMPL_yosysWarnings=1
export IMPL_synthArstFlopShare_pct=0
export IMPL_area_growth_pct=120.8
export IMPL_ys_sh_mux_pct=0
export IMPL_warnings=25
export IMPL_timing_critical_path_buf_inv=1
export IMPL_sw_frac_of_total_pct=16.80
export IMPL_drc_errors=0
export IMPL_hp_class="in -> reg"
export IMPL_routed_via_count=173
export IMPL_area_leaders="dfxtp_1, nor2b_1"
export IMPL_synth_main_ff_cell="dfxtp_1"
export IMPL_ys_cells=16
export IMPL_slew_violations=0
export IMPL_synth_cell_types=2
export IMPL_clock_path_buffers=2
export IMPL_rsz0062_at_grt="false"
export IMPL_fin_crit_ns=0.9725
export IMPL_edf_count=0
export IMPL_synth_flop_count=8
export IMPL_cp_slowest_cell="dfxtp_2"
export IMPL_crit_fanout=1
export IMPL_drt_total_wl_um=700
export IMPL_top_cell_area_share_pct=76.19
export IMPL_vias_per_cell=2.110
export IMPL_tritoncts="yes"
export IMPL_numClockSinks=8
export IMPL_cp_start_kind="register"
export IMPL_ys_sh_aoi_pct=0
export IMPL_syn_area_um2=210.2
export IMPL_core_util_floorplan_pct=6.154
export IMPL_cts_buffers=3
export IMPL_finalWorstSetupSlack_ns=0.02755
export IMPL_drt_wirelength_per_cell_um=8.537
export IMPL_maxCapViolCount=0
export IMPL_antenna_found_initial=0
==> kinds of logic after synthesis <==
group,count (synthesis)
AND/OR/NAND/NOR,8
flip-flops,8
==> power by group through the flow <==
stage | clock network (mW) | logic (mW) | registers, mW
finish | 0.225 | 0.0700 | 0.343
global route | 0.251 | 0.0759 | 0.345
CTS | 0.235 | 0.0691 | 0.343
==> metrics by stage <==
stage / util (%) / cells / cell area (um^2) / power [mW]
floorplan: - / 16 / 210.2 / 0.3528
global placement: 12.82 / 79 / 437.9 / 0.4278
detailed placement: 12.82 / 79 / 437.9 / 0.4278
CTS: 13.30 / 82 / 454.2 / 0.6467
global route: 13.59 / 82 / 464.2 / 0.6718
finish: 13.59 / 82 / 464.2 / 0.6382
==> layout by cell type (no fill, tap or decap) <==
cell,count
clkbuf_4,3
clkdlybuf4s15_1,6
clkdlybuf4s50_1,9
dfxtp_1,3
dfxtp_2,5
dlygate4sd2_1,2
nor2b_1,8
==> area by class of cell <==
cell class / count / area, um^2 / share of cell area (%)
clock buffer: 3 / 22.52 / 4.852
multi-input combinational: 8 / 50.05 / 10.78
sequential: 8 / 166.4 / 35.85
tap: 46 / 57.56 / 12.40
timing repair buffer: 17 / 167.7 / 36.12
==> metal layers <==
metal / vias to the layer above / wire, um
met4: 0 / 19
met2: 6 / 448
met5: - / 0
met1: 76 / 217
li1: 89 / -
met3: 2 / 15
==> timing repair <==
item	in CTS	in global routing
resized	11	8
setup endpoints to repair	8	6
pin swaps	0	0
==> final timing paths <==
path              startpoint      end  slack (ns)  cells after the start
setup / recovery     odat[4]  odat[4]        0.03                      1
hold / removal       idat[3]  odat[3]        0.51                      2
Power and IR drop assume default switching activity.
