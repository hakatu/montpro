==> ./design.v <==
module full_adder
    (
     a,
     b,
     c_i,
     sum,
     c_o
     );
input a;
input b;
input c_i;
output sum;
output c_o;
assign sum = a ^ b ^ c_i;
assign c_o = ((a ^ b) & c_i) | (a & b); 
endmodule 
module full_sub
    (
     a,
     b,
     sub,
	c
     );
parameter WIDTH = 9;
input [WIDTH-1:0] a,b;
output [WIDTH-1:0] sub;
output       c;
wire [WIDTH-1:0] notb;
assign notb = ~b;
wire [WIDTH:0] subc;
assign subc[0] = 1'b1;
wire [WIDTH-1:0] subrs;
genvar i;
generate
for(i = 0; i<WIDTH; i = i+1)
    begin : FAgen
    full_adder fai
            (
             .a(a[i]),
             .b(notb[i]),
             .c_i(subc[i]),
             .sum(subrs[i]),
             .c_o(subc[i+1])
             );
    end
endgenerate
assign sub = subrs;
assign c = subc[WIDTH];
endmodule 
==> ./run.sh <==
#!/bin/bash
# OpenROAD 26Q1-2900-gdf79404cd8, Yosys 0.63+post, stock flow scripts
make -C /OpenROAD-flow-scripts/flow DESIGN_CONFIG=/design/flow/config.mk WORK_HOME=/design/flow/orfs finish
==> ./config.mk <==
export PLATFORM = sky130hd
export DESIGN_NAME = full_sub
export DESIGN_NICKNAME = full_sub
export VERILOG_FILES = /design/flow/design.v
export SDC_FILE = /design/flow/constraint.sdc
export NUM_CORES = 4
export LEC_CHECK = 1
export CORE_AREA = 10 10 70 70
export DIE_AREA = 0 0 80 80
==> ./constraint.sdc <==
current_design full_sub

set clk_period 9.9
set clk_io_pct 0.2

create_clock -name clk0 -period $clk_period

set non_clock_inputs [all_inputs -no_clocks]
set_input_delay [expr $clk_period * $clk_io_pct] -clock clk0 $non_clock_inputs
set_output_delay [expr $clk_period * $clk_io_pct] -clock clk0 [all_outputs]
==> deck_impl_summary.md <==
Physical Implementation Snapshot

Status
  • Status: finished, final reports clean

Detailed routing
  • TritonRoute pass-1 iters: 4
  • ANT nets after route: 0
  • Antenna cells: 0
  • Initial DRC count: 1
  • Wire length per cell: 8.06 um
  • DRC: 0
  • Via density: 2.49
  • Detailed-route via count: 251
  • Routed WL: 814 um

Global route
  • Global Route Usage Sum: 0.0226
  • Met2 GRT Util: 0.0225
  • Initial antenna violation count: 0
  • GR peak layer: met1
  • Vias in the first global route: 253
  • Global route overflow: 0
  • Largest net degree at the start of global routing: 2
  • Met1 Resource Use GR: 0.0318
  • Global-route wire length before repair: 1150 um
  • Met3 Track Usage GR: 0.0250

Cells and area
  • Layout cells sized above 1: 0
  • Layout area overhead: 87.8%
  • Seq_cells: 0
  • Flop area: 0 sq um
  • Finished Core Util: 0.169
  • Clock Buffer Count: 0

Floorplanning
  • CORE AREA: 3420 sq um
  • Pre-Place Util: 0.0901
  • # IOs: 28
  • Die Y: 80 um
  • Die W: 80 um
  • Row cnt: 21
  • Chip area: 6400 sq um

Clocking
  • Post-CTS setup buffer count: 0
  • Hold Buf Count CTS: 0
  • CTS resizes: 0

Timing
  • Slew Limit Fails: 0
  • Unrepaired setup endpoints after global routing: no
  • Final hold vios: 0
  • Maximum operating frequency: 122 MHz
  • Worst slew pin tran: 0.0844 ns
  • TNS Setup: 0 ns
  • Final setup fails: 0
  • Final Critical Period: 8.21 ns
  • Worst slew margin: 0.944
  • Period utilization: 0.830

Hold path
  • Hold Path Class: primary input to output pin
  • Hold Path Depth: 4

Setup path
  • Crit path DRT: 7.92 ns
  • Crit-path cells: clkdlybuf4s50_1 -> inv_1 -> ha_1 -> fa_1 -> fa_1 -> fa_1 -> fa_1 -> fa_1 -> fa_1 -> fa_1 -> inv_1 -> fa_1 -> clkdlybuf4s50_1
  • Crit-path most repeated cell: fa_1
  • Slowest stage cell on the critical path: clkdlybuf4s50_1
  • Crit path capture type: output pin
  • Worst path bufs/invs: 4
  • Critical path launch point type: primary input
  • Worst Path Max Fanout: 1
  • Critical Path AT: 6.23 ns
  • Crit path depth: 13
  • Crit path max-delay family: adder cells
  • Slowest Stage Delay on Critical Path: 0.46 ns
  • WS Path Type: primary input to output pin

Place
  • Dpl hpwl: 813 um
  • Port bufs: 28
  • Final Wtd Congestion: 0.792

Logic synthesis
  • Cell Type Count: 4
  • Yosys stat area: 308 sq um
  • Synth top area share: 0.520
  • Synth area leaders: fa_1 52%, buf_4 22%, inv_1 22%, ha_1 4.1%
  • Ys Warns: 0
  • Top cells by count, synth: 18 x inv_1, 9 x buf_4, 8 x fa_1, 1 x ha_1
  • Top-count cell post-synth: inv_1
  • Sequential-to-total area share from yosys stat: 0
  • Area leader, netlist: fa_1
  • Cell count in the Yosys report: 36
  • Synthesized netlist cell count: 36
  • Netlist Area Pre-Place: 308 sq um
  • Average cell area after synthesis: 8.55 sq um

Job
  • OpenROAD warning count: 32
  • Number of max-cap violations: 0

Power and ir drop
  • Leak pwr: 0.273 nW
  • Register share of total power: 0
  • NetSw: 0.00000836 W
  • Pint: 0.0000218 W
  • Power Dens Cells: 52.2 nW/um^2
  • Clock share of power: 0
  • Switching Fraction: 0.277
  • Worst IR Drop VDD: 0.0213 mV
  • Gate power share: 1.000
[cell type report]
cell class | count | area (sq um)
fill | 390 | 2840
inverter | 18 | 67.6
multi-input combinational | 9 | 173
tap | 46 | 57.6
timing repair buffer | 28 | 280
[routing by layer]
| metal | vias to the layer above | part of all wire |
|---|---|---|
| met2 | 27 | 0.23 |
| met4 | 0 | 0 |
| met1 | 104 | 0.44 |
| met3 | 0 | 0.32 |
| li1 | 120 | - |
| met5 | - | 0 |
[per-stage QoR]
step / std cells / setup WS (ns) / hold WS [ns] / total power [W] / area [sq um]
2_1_floorplan: 36 / 2.52 / 4.07 / 0.0000159 / 308
3_3_place_gp: 101 / 1.66 / 4.97 / 0.0000310 / 578
3_5_place_dp: 101 / 1.66 / 4.97 / 0.0000310 / 578
4_1_cts: 101 / 1.64 / 4.97 / 0.0000312 / 578
5_1_grt: 101 / 1.51 / 4.99 / 0.0000347 / 578
6_report: 101 / 1.69 / 4.96 / 0.0000302 / 578
[path summary, 6_finish.rpt]
check,start,slack [ns],end
setup / recovery,a[0],1.69,sub[8]
hold / removal,b[0],4.96,sub[0]
[power by group through the flow]
stage / logic [W] / clock network (W) / registers [W]
4_1_cts: 0.0000312 / 0 / 0
5_1_grt: 0.0000347 / 0 / 0
6_report: 0.0000302 / 0 / 0
[kinds of logic after synthesis]
group,after synthesis,share of synthesized area
adders and majority gates,9,0.561
buffers and inverters,27,0.439
[placed cells by master, fill, tap and decap left out]
cell type | Yosys | final
inv_1 | 18 | 18
ha_1 | 1 | 1
fa_1 | 8 | 8
clkdlybuf4s50_1 | 0 | 28
Power and IR drop assume default switching activity.
